## /design/flow/constraint.sdc

```tcl
current_design divisor_4b

set clk_period 4.4
set clk_io_pct 0.2

create_clock -name clk0 -period $clk_period [get_ports {clk}]

set non_clock_inputs [all_inputs -no_clocks]
set_input_delay [expr $clk_period * $clk_io_pct] -clock clk0 $non_clock_inputs
set_output_delay [expr $clk_period * $clk_io_pct] -clock clk0 [all_outputs]
```

## /design/flow/config.mk

```make
export PLATFORM = sky130hd
export DESIGN_NAME = divisor_4b
export DESIGN_NICKNAME = divisor_4b
export VERILOG_FILES = /design/flow/design.v
export SDC_FILE = /design/flow/constraint.sdc
export NUM_CORES = 4
export LEC_CHECK = 1
export CORE_UTILIZATION = 40
```

## /design/flow/run.sh

```bash
#!/bin/bash
# OpenROAD 26Q1-2900-gdf79404cd8, Yosys 0.63+post, stock flow scripts
make -C /OpenROAD-flow-scripts/flow DESIGN_CONFIG=/design/flow/config.mk WORK_HOME=/design/flow/orfs finish
```

## /design/flow/design.v

```verilog
module mux_4b_4_1(
	input wire [1:0] sel,
	input wire [3:0] d3, d2, d1, d0,
	output reg [3:0] f
);
	always @(d3 or d2 or d1 or d0 or sel)
		case (sel)
			2'b00 : f = d0;
			2'b01 : f = d1;
			2'b10 : f = d2;
			2'b11 : f = d3;
		endcase
endmodule
module contador_2b(
	input wire clk, up,
	input rst,
	output reg [1:0] curr_numero
);
reg [1:0] next_numero;
localparam [1:0] 	b0 = 2'b00,
					b1 = 2'b01,
					b2 = 2'b10,
					b3 = 2'b11;
reg enable_up = 1;  
always @(posedge clk) begin
	if (rst) curr_numero <= b0;
	if(up) begin
		if(enable_up)
			begin
				curr_numero <= next_numero;
				enable_up <= 0;
			end
	end else
		enable_up <= 1;
end
always @*
	case ({up,curr_numero})
		{1'b1,b0} : next_numero = b1;
		{1'b1,b1} : next_numero = b2;
		{1'b1,b2} : next_numero = b3;
		{1'b1,b3} : next_numero = b0;
		default : next_numero = curr_numero;
	endcase
endmodule
module contador_4b(
	input wire clk, up, down, enable,
	input rst,
	output reg [3:0] curr_numero
);
reg [3:0] next_numero;
reg enable_btn = 1;
localparam [3:0] 	b00 = 4'b0000,
					b01 = 4'b0001,
					b02 = 4'b0010,
					b03 = 4'b0011,
					b04 = 4'b0100,
					b05 = 4'b0101,
					b06 = 4'b0110,
					b07 = 4'b0111,
					b08 = 4'b1000,
					b09 = 4'b1001,
					b10 = 4'b1010,
					b11 = 4'b1011,
					b12 = 4'b1100,
					b13 = 4'b1101,
					b14 = 4'b1110,
					b15 = 4'b1111;
always @(posedge clk)
	begin
		if (rst) curr_numero <= b00;
		else
		if(up ^ down) begin
			if(enable_btn & enable)
				begin
					curr_numero <= next_numero;
					enable_btn <= 0;
				end
		end else
			enable_btn <=1;
	end
always @*
	case ({down,up,curr_numero})
		{1'b0,1'b1,b00} : next_numero = b01;
		{1'b0,1'b1,b01} : next_numero = b02;
		{1'b0,1'b1,b02} : next_numero = b03;
		{1'b0,1'b1,b03} : next_numero = b04;
		{1'b0,1'b1,b04} : next_numero = b05;
		{1'b0,1'b1,b05} : next_numero = b06;
		{1'b0,1'b1,b06} : next_numero = b07;
		{1'b0,1'b1,b07} : next_numero = b08;
		{1'b0,1'b1,b08} : next_numero = b09;
		{1'b0,1'b1,b09} : next_numero = b10;
		{1'b0,1'b1,b10} : next_numero = b11;
		{1'b0,1'b1,b11} : next_numero = b12;
		{1'b0,1'b1,b12} : next_numero = b13;
		{1'b0,1'b1,b13} : next_numero = b14;
		{1'b0,1'b1,b14} : next_numero = b15;
		{1'b0,1'b1,b15} : next_numero = b00;
		{1'b1,1'b0,b00} : next_numero = b15;
		{1'b1,1'b0,b01} : next_numero = b00;
		{1'b1,1'b0,b02} : next_numero = b01;
		{1'b1,1'b0,b03} : next_numero = b02;
		{1'b1,1'b0,b04} : next_numero = b03;
		{1'b1,1'b0,b05} : next_numero = b04;
		{1'b1,1'b0,b06} : next_numero = b05;
		{1'b1,1'b0,b07} : next_numero = b06;
		{1'b1,1'b0,b08} : next_numero = b07;
		{1'b1,1'b0,b09} : next_numero = b08;
		{1'b1,1'b0,b10} : next_numero = b09;
		{1'b1,1'b0,b11} : next_numero = b10;
		{1'b1,1'b0,b12} : next_numero = b11;
		{1'b1,1'b0,b13} : next_numero = b12;
		{1'b1,1'b0,b14} : next_numero = b13;
		{1'b1,1'b0,b15} : next_numero = b14;
		default : next_numero = curr_numero;
	endcase
endmodule
module divisor (
	input wire clk,
	input wire rst,
	input wire [3:0] num,
	input wire [3:0] den,
	output reg [3:0] result, resto
);
	localparam [1:0] ESPERA = 2'b00;
	localparam [1:0] ERROR = 2'b01;
	localparam [1:0] RESTA = 2'b10;
	localparam [1:0] FIN = 2'b11;
	reg [1:0] state;
	always @(posedge clk)
	begin
		if(rst)
			begin
				state <= ESPERA;
				result <= 4'b0;
				resto <= num;
			end
		else
			begin
				case (state)
					ESPERA :
						begin
							if(num==4'b0000 && den != 4'b0000)  
								begin
									state <= FIN;
									result <= 4'b0000;
									resto <= 4'b0000;
								end
							else  
								begin
									if(num>=den && den != 4'b0000)  
										state <= RESTA;
									else
										state <= ERROR;
								end
						end
					RESTA:
						begin
							if(resto>=den)  
								begin
									resto <= resto - den;
									result++;
								end
							else  
								state <= FIN;
						end
					ERROR :  
						begin
							result <= 4'b1111;
							resto <= 4'b1111;
						end
				endcase
			end
	end
endmodule
module divisor_4b(
	input wire up, down, ok, clk, rst,
	output wire [3:0] leds
	);
wire[3:0] num, den;
wire[3:0] result, resto;
wire [1:0] sel;
wire [3:0] numero_4b;
wire up_inv, down_inv, ok_inv, rst_inv;
assign up_inv = ~up;
assign down_inv = ~down;
assign rst_inv = ~rst;
assign ok_inv = ~ok;
wire enable_cont_num = (sel == 2'b00);
wire enable_cont_den = (sel == 2'b01);
contador_4b contador_4b_num(
	.enable(enable_cont_num),
	.clk(clk),
	.up(up_inv),
	.down(down_inv),
	.rst(rst_inv),
	.curr_numero(num)
);
contador_4b contador_4b_den(
	.enable(enable_cont_den),
	.clk(clk),
	.up(up_inv),
	.down(down_inv),
	.rst(rst_inv),
	.curr_numero(den)
);
contador_2b contador_2b_0(
	.clk(clk),
	.up(ok_inv),
	.rst(rst_inv),
	.curr_numero(sel)
);
mux_4b_4_1 mux_4b_4_1_a_leds(
	.d0(num),
	.d1(den),
	.d2(result),
	.d3(resto),
	.f(leds),
	.sel(sel)
);
wire rst_div = (sel[1] == 0);
divisor divisor0(
	.clk(clk),
	.rst(rst_div),
	.num(num),
	.den(den),
	.result(result),
	.resto(resto)
);
endmodule
```

==> out/metrics.cfg <==
[outcome]
status = completed

[logic_synthesis]
syn_area_per_cell_sq_um = 8.961
synth.cell_area_sq_mm = 0.001828
yosysSeqAreaShare_pct = 30.66
synth_top_cell_by_area = dfxtp_1
synth_cell_type_count = 58
yosys_cells = 204
top_cells_by_area = dfxtp_1 18%, edfxtp_1 13%, ha_1 7.5%
flop_cell = dfxtp_1
ys.warnings.count = 4
ys_ff = 24
most_common_cell = nand2_1
top_cells_by_count = 20 x nand2_1, 16 x dfxtp_1, 14 x inv_1
synth_cells = 204
async_flop_share_pct = 0
ys_area_sq_mm = 0.001828
synth_top_area_share_pct = 17.52
edf_count = 8

[timing]
timing.setup.tns_ns = 0
slew_headroom_pct = 57.73
drv_slew = 0
rsz0062_at_grt = no
tightest_slew_ns = 0.6289
skew_ns = 0.002536
period_used_pct = 63.51
finalSetupViolCount = 0
fmax_mhz = 357.8
period_needed_ns = 2.795
hold_ws_ns = 0.5840
hold_viol_final = 0

[drt]
antenna_cells = 0
drc = 0
ant_nets = 0
wire_per_inst_um = 14.35
drt_iter0_drc = 109
firstDrtPassIters = 4
wirelength_mm = 3.659
vias = 1446
avgViaCountPerCell = 5.671

[clocking]
ctsResizeCount = 0
cts_setup_buffers = 0
clkTransAtPathRegs_ns = 0.09
cts_root_buf = clkbuf_8
cts_max_level = 1
clock_latency_ns = 0.27
cts_buffer_depth = 2
numCtsBuffers = 3
cts_hold_buf = 0
cts_num_sinks = 24
cts_tree = yes

[worst_setup_path]
start_kind = flop
r2r_slack_ns = 1.86
critPathRequiredTime_ns = 3.52
crit_buf_inv = 1
arrival_ns = 1.91
crit_fanout = 9
crit_type = reg -> out
r2r-start = contador_4b_den.curr_numero[1]
crit_start = contador_2b_0.curr_numero[0]
cp-end-kind = primary output
critPathSlowestCell = edfxtp_1
crit_family = flip-flops
worstPathCellList = mux4_1, clkdlybuf4s50_1
max_stage_delay_ns = 0.63

[global_routing]
grt_util_all_layers_pct = 16.70
grt_antenna_before_repair = 0
grt_pass1_vias = 1339
grt_pass1_wl_mm = 6.341
gr-total-overflow = 0
grt_max_degree = 25

[flow_run]
warning_count = 26
max_cap_viol_count = 0

[power_and_ir_drop]
peakVddDrop_mv = 0.1243
p_per_area_mw_per_mm2 = 312.4
power_uw = 612.5
leakage_uw = 0.0007369

[hold_path]
hp-class = reg -> reg
min_from = divisor0.state[0]

[finish]
drive_above_1_share_pct = 9.852
fillers = 423
area_growth_pct = 7.255
post-route-util_pct = 44.72

[floorplanning]
die_y_um = 69.60
num_rows = 24
die-area_sq_mm = 0.004844
ios = 9
initCoreUtil_pct = 41.70
fp.dieW_um = 69.60
core-area_sq_mm = 0.004384

[placement]
gp_congestion = 0.8956
numPortBuffers = 8
dp_hpwl_mm = 2.614

## kinds of logic after synthesis
kind of cell,share of synthesized area (%)
AND/OR/NAND/NOR,19.51
XOR/XNOR,2.396
buffers and inverters,8.077
AND-OR/OR-AND,23.61
flip-flops,30.66
adder cells (fa/ha/maj),8.624
multiplexers,6.913
other,0.2051
## layer usage
| layer | vias up | part of all wire (%) | GRT usage, % |
|---|---|---|---|
| met4 | 0 | 1.5 | 3.855 |
| li1 | 747 | - | - |
| met5 | - | 0 | 0 |
| met3 | 4 | 3.8 | 2.212 |
| met1 | 660 | 51 | 25.74 |
| met2 | 35 | 43 | 25.78 |
## report_power, final
group | total [uW] | leakage, uW | internal [uW] | switching [uW]
clock network | 199 | 0.0000357 | 122 | 77.0
registers | 277 | 0.000213 | 252 | 25.8
logic | 136 | 0.000489 | 69.3 | 67.2
total | 613 | 0.000737 | 443 | 170
## registers in the layout (all words and copies together) (netlist names)
register / flops
contador_4b_den.curr_numero: 4
contador_2b_0.enable_up: 1
divisor0.resto: 4
contador_2b_0.curr_numero: 2
contador_4b_num.curr_numero: 4
divisor0.state: 3
divisor0.result: 4
contador_4b_num.enable_btn: 1
contador_4b_den.enable_btn: 1
## path summary, 6_finish.rpt
path	end	cells past startpoint
setup / recovery	leds[0]	2
hold / removal	divisor0.state[1]	2
setup reg to reg	divisor0.resto[3]	6
hold reg to reg	divisor0.state[1]	2
## cell usage in the layout, fill, tap and decap left out, types with 2 or more instances in the layout
cell,n
nor3b_1,2
mux2_2,2
o211ai_1,5
clkdlybuf4s50_1,8
a31oi_1,8
nor2_1,13
inv_1,14
nor2b_1,4
nand2b_1,4
xnor2_1,4
nand2_1,20
o221a_1,3
clkbuf_8,3
a21boi_0,2
o21ai_0,12
conb_1,2
a21oi_1,10
or2_2,2
dfxtp_1,16
ha_1,11
a21o_1,2
o22ai_1,3
o21a_1,2
and3_1,2
nand3b_1,2
edfxtp_1,8
nand3_1,4
mux4_2,3
and2_1,3
nor3_1,2
## through the flow
step	worst slack, ns	cell area (sq um)	std cells
2_1_floorplan	2.189	1832	205
3_3_place_gp	1.454	1889	251
3_5_place_dp	1.380	1889	251
4_1_cts	1.580	1961	255
5_1_grt	1.333	1961	255
6_report	1.605	1961	255
## worst min-delay path: stages (launching register included)
cell     delay, ns
dfxtp_1       0.37
o31ai_4       0.09
o41ai_1       0.08
## area by class of cell
class | count | area [sq um] | area share, %
clock buffer | 3 | 41.29 | 2.106
clock inverter | 1 | 30.03 | 1.532
inverter | 14 | 52.55 | 2.680
multi-input combinational | 152 | 1124 | 57.31
sequential | 24 | 560.5 | 28.59
tap | 52 | 65.06 | 3.318
timing repair buffer | 9 | 87.58 | 4.467
Power is estimated from default activity; no workload was simulated.
